<file path="design/flow/design.v">
module async_fifo (
    input logic clka,
    input logic clkb,
    input logic resetb_clka,
    input logic resetb_clkb,
    input logic [7:0] din_clka,
    input logic wr,
    input logic rd,
    output logic full,
    output logic empty,
    output logic [7:0] dout_clkb
);
logic wr_en;
logic rd_en;
logic [15:0] dec_out;
logic [7:0] reg_file [15:0];
logic [15:0] ld;
logic [3:0] b2g_left_first;
logic [3:0] g2b_left_first;
logic [3:0] g2b_right_first;
logic [3:0] g2b_left_first_plus_one;
logic [3:0] g2b_right_first_plus_one;
logic [3:0] g2b_left_down;
logic [3:0] sync_blue_out;
logic [3:0] sync_yellow_out;
logic [3:0] g2b_right_down;
logic [3:0] b2g_right_first;
dff_sync  #(.WIDTH(4)) dff_sync_blue( .clk(clka) , .resetb(resetb_clka) , .d(b2g_right_first) , .q(sync_blue_out));
dff_sync  #(.WIDTH(4)) dff_sync_yellow( .clk(clkb) , .resetb(resetb_clkb) , .d(b2g_left_first) , .q(sync_yellow_out));
assign ld = ({16{wr_en}} & dec_out);
assign wr_en = (~full & wr);
assign rd_en = (~empty & rd);
assign g2b_left_first_plus_one=g2b_left_first+4'b1;
assign g2b_right_first_plus_one=g2b_right_first+4'b1;
assign full = (g2b_left_first_plus_one== g2b_left_down);
assign empty = (g2b_right_first_plus_one==g2b_right_down );
wr_ptr_gray wr_ptr_gray_inst( .clk(clka) , .resetb(resetb_clka) , .en(wr_en) , .out(b2g_left_first));
rd_ptr_gray rd_ptr_gray_inst( .clk(clkb) , .resetb(resetb_clkb) , .en(rd_en) , .out(b2g_right_first));
gray2bin gray2bin_left_first( .gray(b2g_left_first) ,.bin(g2b_left_first));
gray2bin gray2bin_left_second( .gray(sync_blue_out) ,.bin(g2b_left_down));
gray2bin gray2bin_right_first( .gray(b2g_right_first) ,.bin(g2b_right_first));
gray2bin gray2bin_right_second( .gray(sync_yellow_out) ,.bin(g2b_right_down));
always_comb begin
    dec_out = 16'b0;    
    dec_out[g2b_left_first] = 1'b1;
end
assign dout_clkb = reg_file[g2b_right_first];
genvar i;
generate
    for (i = 0; i < 16; i = i + 1) begin
        always_ff @(posedge clka or negedge resetb_clka) begin
            if (!resetb_clka)
                reg_file[i] <= 8'b0;
            else if (ld[i])
                reg_file[i] <= din_clka;
        end
    end
endgenerate
endmodule
module bin2gray #(
    parameter int W = 4
) (
    input  logic [W-1:0] bin,
    output logic [W-1:0] gray
);
    always_comb begin
        gray = (bin >> 1) ^ bin;
    end
endmodule
`timescale 1ps / 1ps
module  dff_sync #(WIDTH = 1) (
			     input  logic               clk,
			     input  logic               resetb,
			     input  logic [WIDTH-1:0]   d,
			     output logic [WIDTH-1:0]   q
			     );
  logic [WIDTH-1:0] q1;
  logic [WIDTH-1:0] q2;
  logic [WIDTH-1:0] rand_delay;
  logic [WIDTH-1:0] rand_flop;
  logic [WIDTH-1:0] d_delayed;
  always_ff @ (posedge clk or negedge resetb)
    if (~resetb)
      rand_flop <= '0;
    else
      rand_flop <= d;
  always
    begin
      #5ns;
      rand_delay = $random;
      for (int i = 0; i<WIDTH; i=i+1)
	d_delayed[i] = rand_delay[i] ? rand_flop[i] : d[i];
    end
  always_ff @ (posedge clk or negedge resetb)
    if (~resetb)
      begin
	q1 <= '0;
	q2 <= '0;
      end
    else
      begin
	q1 <= d_delayed;
	q2 <= q1;
      end
  assign q = q2;
endmodule
module gray2bin #(
    parameter int W = 4
) (
    input  logic [W-1:0] gray,
    output logic [W-1:0] bin
);
    integer i;
    always_comb begin
        bin[W-1] = gray[W-1];
        for (i = W-2; i >= 0; i--) begin
            bin[i] = bin[i+1] ^ gray[i];
        end
    end
endmodule
module rd_ptr_gray(
    input  logic            clk,
    input  logic            resetb,
    input  logic            en,
    output logic [3:0] out
);
    logic [3:0] q_gray, d_gray;
    logic [3:0] q_bin,  d_bin;
    gray2bin #(.W(4)) u_g2b (
        .gray(q_gray),
        .bin (q_bin)
    );
    always_comb begin
        d_bin  = q_bin;
        if (en) d_bin = q_bin + 1'b1;
    end
    bin2gray #(.W(4)) u_b2g (
        .bin (d_bin),
        .gray(d_gray)
    );
    always_ff @(posedge clk or negedge resetb) begin
        if (!resetb) begin
            q_gray <= 4'b1000;
        end else begin
            q_gray <= d_gray;
        end
    end
    assign out = q_gray;
endmodule
module req_extension (
    input logic clk,
    input logic resetb,
    input logic data_req,
    output logic out
);
logic [4:0] count;
logic [4:0] next_count;
logic en;
logic [4:0] mux_out;
localparam MAX_VAL = 5'd21;
assign out = (count!= 5'd0);
assign en = (data_req | (count != 5'd0));
always_comb begin 
    next_count = count; 
    mux_out    = count;
    if (count == MAX_VAL) begin
        next_count = 5'd0;
    end
    else begin
        if (!en) begin
            mux_out = count;
        end
        else begin
            mux_out = count + 5'd1;
        end
        next_count = mux_out;
    end   
end
always_ff@(posedge clk or negedge resetb)begin
    if(!resetb) begin
        count<=5'd0;
    end
    else begin
        count<=next_count;
    end
end
endmodule
module sync_bridge (
    input logic clka, 
    input logic clkb, 
    input logic resetb_clkb, 
    input logic [7:0] din_clka, 
    input logic data_req_clkb, 
    input logic data_valid_clka, 
    output logic data_req_clka, 
    output logic data_valid_clkb, 
    output logic [7:0] dout_clkb 
);
logic synced_pulse;
logic resetb_clka;
logic one_pulse;
logic derive_d;
logic derive_q;
logic data_valid_for_b;
logic data_valid_for_b_sampled;
async_fifo async_fifo_inst( .clka(clka) , .clkb(clkb) , .resetb_clkb(resetb_clkb) ,
 .din_clka(din_clka) , .wr(data_valid_clka) , .rd(1'b1) , .empty(data_valid_for_b) , .dout_clkb(dout_clkb) , .resetb_clka(resetb_clka));
dff_sync dff_sync_inst_reseta( .clk(clka) , .resetb(resetb_clkb) , .d(1'b1) , .q(resetb_clka));
dff_sync dff_sync_inst_second( .clk(clka) , .resetb(resetb_clka) , .d(data_req_clkb) , .q(synced_pulse));
req_extension req_extension_inst( .clk(clka) ,.resetb(resetb_clka) , .data_req(synced_pulse) , .out(data_req_clka));
assign data_valid_clkb = data_valid_for_b_sampled;
always_ff@(posedge clkb or negedge resetb_clkb)begin
    if(!resetb_clkb)begin
        data_valid_for_b_sampled<=1'b0;
    end
    else begin
     data_valid_for_b_sampled<=~(data_valid_for_b);
    end
end
endmodule
module wr_ptr_gray(
    input  logic            clk,
    input  logic            resetb,
    input  logic            en,
    output logic [3:0] out
);
    logic [3:0] q_gray, d_gray;
    logic [3:0] q_bin,  d_bin;
    gray2bin #(.W(4)) u_g2b (
        .gray(q_gray),
        .bin (q_bin)
    );
    always_comb begin
        d_bin  = q_bin;
        if (en) d_bin = q_bin + 1'b1;
    end
    bin2gray #(.W(4)) u_b2g (
        .bin (d_bin),
        .gray(d_gray)
    );
    always_ff @(posedge clk or negedge resetb) begin
        if (!resetb) begin
            q_gray <= 4'b0;
        end else begin
            q_gray <= d_gray;
        end
    end
    assign out = q_gray;
endmodule
</file>
<file path="design/flow/run.sh">
#!/bin/bash
# OpenROAD 26Q1-2900-gdf79404cd8, Yosys 0.63+post, stock flow scripts
make -C /OpenROAD-flow-scripts/flow DESIGN_CONFIG=/design/flow/config.mk WORK_HOME=/design/flow/orfs finish
</file>
<file path="design/flow/config.mk">
export PLATFORM = sky130hd
export DESIGN_NAME = sync_bridge
export DESIGN_NICKNAME = sync_bridge
export VERILOG_FILES = /design/flow/design.v
export SDC_FILE = /design/flow/constraint.sdc
export NUM_CORES = 4
export LEC_CHECK = 1
export CORE_UTILIZATION = 30
</file>
<file path="design/flow/constraint.sdc">
current_design sync_bridge

set clk_period 6.7
set clk_io_pct 0.2

create_clock -name clk0 -period $clk_period [get_ports {clka}]
create_clock -name clk1 -period $clk_period [get_ports {clkb}]

set non_clock_inputs [all_inputs -no_clocks]
set_input_delay [expr $clk_period * $clk_io_pct] -clock clk0 $non_clock_inputs
set_output_delay [expr $clk_period * $clk_io_pct] -clock clk0 [all_outputs]
</file>
==> run notes <==
run results: asr flop ratio synth=100%, Slew Viols, Final=0, Via Count=4845, number of max-cap violations=0, crit-path most repeated cell=ha_1, worst vdd ir=0.000241 V, Area Overhead vs Synth=16.9%, Placement Rows=57, ant diodes=0, fill count=2301, Syn Std Cell Area=0.00753 mm^2, die area=0.0257 mm^2, Die H=160 um, RSZ-0062 raised after global routing=no, first-pass GRT wire length=29400 um, initial cell density of the core=30.8%, Post-CTS Setup Bufs=0, critical path class=reg2out, GR Overflow Total=0, WHS=0.117 ns, most used logic cell in the final layout=dfrtp_1, DR vias/cell=5.11, pwr/cell area=606 mW/mm^2, Slowest cell on crit path=dfstp_2, # clock sinks=162, Routed wire per std cell=19.5 um, final instance count without filler cells=948, synth top area cells=dfrtp_1 (54%), mux2_2 (18%), ha_1 (3.2%), outcome=finished, final reports clean, initial antenna violation count=0, ys flops=162, post-CTS sizing=0, GRT Total Usage=15.4%, RePlAce Congestion=0.839, crit path capture type=primary output, final antenna-violating net count=0, placed cells=912, post-route cell area=0.00880 mm^2, setup_tns=0 ns, OpenROAD warnings=38, post-synthesis cell count=583, port bufs=21, YS warnings=17, Pleak=3.80 nW, Post-CTS Hold Buffers=0, number of enable flip-flop cells=0, Fin. Hold Viols=0, yosys stat cell total=583, Distinct lib cells used=60, Clock Skew=0.0139 ns, dominant logic cell types in the final layout=dfrtp_1 (160), mux2_2 (123), nand2_1 (21), clkdlybuf4s50_1 (21), clkbuf_16 (20), largest net degree at the start of global routing=60, Routed WL=18500 um, ys flop type=dfrtp_1, Worst-Margin Slew=0.840 ns, clock tree from TritonCTS=done, Final Util=36.0%, Mean Syn Cell Area=12.9 um^2, # IOs=23, Yosys chip area=0.00753 mm^2, Data required, critical path=5.36 ns, Worst slew margin=43.6%, Critical Path Fanout Max=15, layout cells sized above 1=32.2%, Seq share, synth=53.9%, Dominant cell area share=53.5%, vias in the first global route=4772, crit-path cells=inv_1, ha_1, ha_1, clkinv_1, ha_1, nor3_1, o21ai_1, buf_4, a21oi_1, clkdlybuf4s50_1, drt pass-1 iters=6, final setup vio count=0, Synth area leader=dfrtp_1, CP peak stage delay=0.60 ns, Worst Hold Class=reg2async, Critical Path Start Type=flop, placed cell area=0.00814 mm^2, Clock Pin Slew Worst Setup and Hold Paths=0.06 ns, DR DRC count=0, core area=0.0245 mm^2, 1st-iter DRT viols=356, DP HPWL=11500 um, die span in x=160 um, CP Data Arrival Time=4.25 ns
[cells in the mapped netlist, types with 2 or more instances]
library cell  instances
nand2b_1              4
o22ai_1               4
nand2_1              21
inv_1                19
or3_1                 2
xnor2_1              12
o211ai_1              3
nor3_2                6
a21oi_1              15
mux2_2              123
xor2_1                6
buf_2                 3
ha_1                 19
nor3_1                7
nand4_1               8
a22oi_1              17
a221oi_1              4
mux2_4                8
o21ai_0              13
dfrtp_1             161
a222oi_1             17
nand3_1               7
o21ai_1               2
a31oi_1               6
nor2_1               18
a211oi_1              2
mux2i_1               7
clkbuf_1             29
nor2b_1               2
a22o_1                8
[through the flow]
step / setup slack (ns) / power, mW
2_1_floorplan: 2.24 / 3.48
3_3_place_gp: 1.42 / 4.29
3_5_place_dp: 1.39 / 4.30
4_1_cts: 1.12 / 5.37
5_1_grt: 0.936 / 5.69
6_report: 1.11 / 5.33
[worst max-delay path, delay by kind of cell (launching register included)]
kind	cells	cell delay, ns
flops	1	0.60
simple gates	1	0.25
buf+inv	4	1.27
compound gates	2	0.41
fa+ha+maj	3	1.47
[registers in the layout, summed over array words and instances (netlist names), 3 cells and up, named ones only]
register,count
async_fifo_inst.dff_sync_yellow.q2,4
async_fifo_inst.wr_ptr_gray_inst.q_gray,3
async_fifo_inst.rd_ptr_gray_inst.q_gray,3
async_fifo_inst.reg_file,128
async_fifo_inst.dff_sync_blue.q2,4
async_fifo_inst.dff_sync_yellow.q1,4
async_fifo_inst.dff_sync_blue.q1,4
req_extension_inst.count,5
[final cells by class]
type                    instances  area [um^2]  share of cell area, %
inverters                      20         75.1                  0.853
well taps                     324          405                   4.61
flip-flops and latches        162         4060                   46.1
repair buffers                 39          345                   3.92
clock inverters                14          138                   1.56
multi-input cells             367         3260                   37.0
clock buffers                  22          518                   5.89
[kinds of logic after synthesis]
family | Yosys count | synth area share (%)
AOI/OAI and AO/OA | 104 | 10.2
xor gates and xnor gates | 19 | 2.31
adders and majority gates | 19 | 3.16
buffers and inverters | 54 | 2.84
DFF | 162 | 53.9
muxes | 140 | 21.3
other | 1 | 0.0498
and+or+nand+nor | 84 | 6.30
[layer usage]
metal / part of all wire, % / vias up / track usage, %
met5: 0 / - / 0
met4: 1.2 / 0 / 1.60
met3: 4.7 / 16 / 3.27
met2: 47 / 120 / 23.7
met1: 47 / 2490 / 23.8
li1: - / 2219 / -
[power breakdown]
group | internal, mW | switching, mW | leakage, nW
Clock | 0.582 | 0.449 | 0.320
Combinational | 1.21 | 1.39 | 1.48
Sequential | 1.44 | 0.262 | 2.00
Total | 3.23 | 2.10 | 3.80
[worst paths after layout]
kind / start / to / slack (ns) / cells after the start
worst max-delay path: async_fifo_inst.rd_ptr_gray_inst.q_gray[3]$_DFF_PN1_ / dout_clkb[6] / 1.11 / 10
max in group clk1: async_fifo_inst.rd_ptr_gray_inst.q_gray[3]$_DFF_PN1_ / async_fifo_inst.rd_ptr_gray_inst.q_gray[1]$_DFF_PN0_ / 2.63 / 10
worst min-delay path: dff_sync_inst_reseta.q2$_DFF_PN0_ / req_extension_inst.count[3]$_DFFE_PN0P_ / 0.12 / 0
min in group clk1: async_fifo_inst.dff_sync_yellow.q1[1]$_DFF_PN0_ / async_fifo_inst.dff_sync_yellow.q2[1]$_DFF_PN0_ / 0.35 / 0
max in group asynchronous: resetb_clkb / async_fifo_inst.dff_sync_yellow.q1[2]$_DFF_PN0_ / 4.72 / 1
worst max register to register: async_fifo_inst.wr_ptr_gray_inst.q_gray[3]$_DFF_PN0_ / async_fifo_inst.reg_file[7][1]$_DFFE_PN0P_ / 2.42 / 11
min in group clk0: async_fifo_inst.rd_ptr_gray_inst.q_gray[1]$_DFF_PN0_ / async_fifo_inst.dff_sync_blue.q1[1]$_DFF_PN0_ / 0.24 / 0
worst min register to register: dff_sync_inst_reseta.q2$_DFF_PN0_ / req_extension_inst.count[3]$_DFFE_PN0P_ / 0.12 / 0
No activity file was given, so power comes from the tool's default toggle rates.
